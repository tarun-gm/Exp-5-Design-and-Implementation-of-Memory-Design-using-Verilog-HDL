==> ./design.v <==
module ram(
    input clk,
    input rst,
    input en,
    input [7:0] datain,
    input [9:0] address,
    output reg [7:0] dataout
);
    reg [7:0] mem_1kb_ram [1023:0];
    always @(posedge clk) begin
        if (rst)
            dataout <= 8'b0;
        else if (en)
            mem_1kb_ram[address] <= datain;
        else
            dataout <= mem_1kb_ram[address];
    end
endmodule
==> ./run.sh <==
#!/bin/bash
# OpenROAD 26Q1-2900-gdf79404cd8, Yosys 0.63+post, stock flow scripts
make -C /OpenROAD-flow-scripts/flow DESIGN_CONFIG=/design/flow/config.mk WORK_HOME=/design/flow/orfs finish
==> ./config.mk <==
export PLATFORM = sky130hd
export DESIGN_NAME = ram
export DESIGN_NICKNAME = ram
export VERILOG_FILES = /design/flow/design.v
export SDC_FILE = /design/flow/constraint.sdc
export NUM_CORES = 4
export LEC_CHECK = 1
export CORE_UTILIZATION = 50
export SYNTH_MEMORY_MAX_BITS = 65536
==> ./constraint.sdc <==
current_design ram

set clk_period 31.0
set clk_io_pct 0.2

create_clock -name clk0 -period $clk_period [get_ports {clk}]

set non_clock_inputs [all_inputs -no_clocks]
set_input_delay [expr $clk_period * $clk_io_pct] -clock clk0 $non_clock_inputs
set_output_delay [expr $clk_period * $clk_io_pct] -clock clk0 [all_outputs]
==> impl_metrics.py <==
# Metrics from the implementation run
metrics = {
    "outcome": {
        "violations": "max-capacitance violations",
        "status": "finished with violations",
    },
    "die": {
        "die_area_sq_um": 637000,
        "io_pins": 29,
        "die_h_um": 798,
        "fp-utilization_pct": 50.2,
        "die_w_um": 798,
        "core_sq_um": 632000,
        "rows": 292,
    },
    "clock_network": {
        "h-tree-depth": 6,
        "cts-root-buf": "clkbuf_16",
        "clock_latency_ns": 1.20,
        "cts_buffers": 819,
        "post_cts_resized": 0,
        "postCtsSetupBuffers": 0,
        "hold_buffers": 0,
        "clkSlewWorstSetupHoldPaths_ns": 0.06,
        "cts_tree": "yes",
        "clk_path_buf_depth": 4,
        "cts.sinks": 8200,
    },
    "sta": {
        "setup_ws_ns": 17.95,
        "setup_viol": 0,
        "rsz0062_at_grt": "false",
        "skew_ns": 0.0838,
        "setup_tns_ns": 0,
        "fmax_mhz": 76.6,
        "finalClockPeriodUsage_pct": 42.1,
        "worst_pin_slew_ns": 1.49,
        "final_hold_viol_count": 0,
        "period_minus_slack_ns": 13.05,
        "drv_slew": 0,
        "relSlewSlack_pct": 0.388,
    },
    "synth": {
        "synth_warnings": 1,
        "ys_seq_share_pct": 77.7,
        "avgSynthCellArea_sq_um": 18.8,
        "synth_async_sr_flop_share_pct": 0,
        "synth-edff-count": 8192,
        "synthesis.area_sq_um": 317000,
        "ys_types": 73,
        "synth-main-ff-cell": "edfxtp_1",
        "yosys_cells": 16888,
        "yosys_area_sq_um": 317000,
        "synthCells": 16888,
        "numSynthFlops": 8200,
    },
    "grt": {
        "antenna_found_initial": 86,
        "grt.met3_usage_pct": 30.8,
        "grt_pass1_vias": 176705,
        "gr-usage-met1_pct": 43.5,
        "track_usage_pct": 35.9,
        "grt_max_degree": 130,
        "grt.busiest_layer": "met2",
        "grtUsageMet2_pct": 47.5,
        "grt-ovfl-total": 0,
        "grt_pass1_wl_um": 1400000,
    },
    "drt": {
        "vias_per_cell": 6.28,
        "wl_um": 1020000,
        "drt_iter0_markers": 12446,
        "drcViolationCount": 0,
        "drt_pass1_iterations": 6,
        "wire_per_inst_um": 37.8,
        "ant_nets": 0,
        "vias": 169164,
    },
    "power": {
        "leakage_nw": 119,
        "p_per_area_nw_per_um2": 63.7,
        "vdd_drop_max_mv": 0.0675,
    },
    "job": {
        "maxCapViolCount": 1,
        "warning_count": 57,
    },
    "setup_path": {
        "worstSetupPathType": "primary input to flip-flop",
        "endpoint_kind": "flip-flop",
        "critPathMaxFanout": 66,
        "arrival_ns": 14.10,
        "crit_required_ns": 32.05,
        "startpoint_type": "primary input",
    },
    "final_layout": {
        "area_growth_pct": 12.6,
        "drive_above_1_share_pct": 15.8,
    },
    "placement": {
        "pre_cts_slack_ns": 16.82,
        "place_hpwl_um": 637000,
        "portBuffers": 28,
        "routabilityCongestion": 0.956,
    },
    "hold_path": {
        "hold_class": "flip-flop to flip-flop",
    },
}
## layout make-up
type                       instances  area (sq um)
fill                           46341        275000
tap                             8379         10500
clock buffer                    1052         21500
antenna                          113           283
sequential                      8200        246000
multi-input combinational       7595         65500
clock inverter                   447          3780
inverter                           9          43.8
timing repair buffer            1129          9000
## routing by layer
layer | vias up | share of wire [%] | wire length [um]
li1 | 70503 | - | -
met1 | 84451 | 30 | 304000
met2 | 11858 | 44 | 448000
met3 | 2186 | 20 | 206000
met4 | 166 | 5.4 | 54800
met5 | - | 0.45 | 4620
## per-stage QoR
step | power [mW] | instances | hold WS [ns] | area [sq um] | util, %
3_3_place_gp | 13.5 | 25312 | 0.500 | 331000 | 52.4
3_5_place_dp | 13.5 | 25312 | 0.511 | 331000 | 52.4
5_1_grt | 23.3 | 26847 | 0.573 | 357000 | 56.4
4_1_cts | 22.8 | 26811 | 0.524 | 356000 | 56.4
2_1_floorplan | 12.9 | 16888 | 0.437 | 317000 | -
6_report | 22.7 | 26924 | 0.522 | 357000 | 56.5
## cell usage in the layout, fill, tap and decap left out, types with 225 or more instances in the layout
master	n
buf_4	1072
nand2_1	285
nor4_1	278
nor2_1	1273
mux4_2	613
o22ai_1	1301
mux2i_1	2912
clkbuf_16	823
edfxtp_1	8192
clkbuf_1	225
## cell usage after synthesis, drive strengths merged (14+ instances only)
| cell type | number | area share (%) |
|---|---|---|
| o22ai | 1301 | 2.6 |
| clkbuf | 371 | 0.44 |
| o2111ai | 14 | 0.039 |
| nand4 | 46 | 0.091 |
| nor3 | 63 | 0.099 |
| nand3 | 76 | 0.12 |
| a22o | 14 | 0.039 |
| a311oi | 18 | 0.050 |
| mux4 | 613 | 4.4 |
| nor2 | 1287 | 1.5 |
| nor2b | 15 | 0.030 |
| or4 | 21 | 0.051 |
| a211oi | 54 | 0.13 |
| a221oi | 21 | 0.058 |
| o21ai | 87 | 0.14 |
| edfxtp | 8192 | 78 |
| a21oi | 78 | 0.12 |
| a22oi | 168 | 0.40 |
| mux2i | 2912 | 9.2 |
| nor4 | 279 | 0.55 |
| nand2 | 318 | 0.38 |
| buf | 713 | 1.4 |
| o211ai | 32 | 0.076 |
| a31oi | 43 | 0.085 |
## flip-flops by register name, indices dropped and copies added (netlist names)
name         flops
dataout          8
mem_1kb_ram   8192
## critical path, stage by stage
cell and delay [ns]:
buf_16 0.32, buf_4 0.68, buf_4 0.58, buf_4 0.50, buf_4 0.63, buf_4 0.68
buf_4 0.65, buf_4 0.70, mux2i_1 0.29, o22ai_1 0.11, nor4_1 0.77, nand2_1 0.22
o31ai_1 0.67, buf_4 0.26, o21ai_0 0.10, nor3_1 0.31, a311oi_1 0.15
## worst paths after layout
path	cells after the start	from	to	slack, ns
worst max-delay path	17	address[1]	dataout[6]	17.95
worst min register to register	2	dataout[7]	dataout[7]	0.52
worst min-delay path	2	dataout[7]	dataout[7]	0.52
worst max register to register	9	mem_1kb_ram[23][0]	dataout[0]	26.16
## power by group
part	leakage [nW]	internal, mW	total [mW]	switching (mW)
combinational	32.7	0.297	1.08	0.782
sequential	73.7	12.2	12.2	0.00326
clock	12.3	5.27	9.44	4.17
## cells by family after synthesis
family | count (synthesis) | share of synthesized area, %
muxes | 3528 | 13.6
DFF | 8200 | 77.7
buffers and inverters | 1093 | 1.86
AOI/OAI and AO/OA | 1898 | 3.89
and+or+nand+nor | 2169 | 3.01
Power is estimated from default activity; no workload was simulated.
